==> flow/design.v <==
module lfsr #(
  parameter LFSR_LENGTH     = 32   , 
  parameter LFSR_POLY       = 32'h8020_0003, 
  parameter LFSR_SEED       = 32'b1    
) 
(
  input                            clk         ,  
  input                            rst_n     ,  
  input                            set       ,  
  input                            shift      ,  
  input      [LFSR_LENGTH-1:0    ] lfsr_seed   ,  
  output  logic   [LFSR_LENGTH-1:0    ] lfsr_state  ,  
  output logic                          done           
);
  logic                               feedback    ;
  logic [LFSR_LENGTH-1:0            ] sum_feedback;
  logic [LFSR_LENGTH-1:0            ] lfsr_reg    ;
  always_ff @(posedge clk or negedge rst_n) begin : proc_
   if(~rst_n) begin
      done <= 0;
    end else begin
      if(shift)
        done <=1;
      else 
        done <= 0;
    end
  end
  genvar i;
  generate
    for (i = 1; i < LFSR_LENGTH; i++) begin : proc_sum_feedback
      if (LFSR_POLY & (1'b1 << i)) begin
        assign sum_feedback[i] = sum_feedback[i-1] ^ lfsr_reg[i];
      end
      else begin
        assign sum_feedback[i] = sum_feedback[i-1];
      end
    end : proc_sum_feedback
  endgenerate
  assign sum_feedback[0] = lfsr_reg[0];
  assign feedback = sum_feedback[LFSR_LENGTH-1];
  always_ff @(posedge clk or negedge rst_n) begin : proc_lfsr_reg
    if(~rst_n) begin
      lfsr_reg <= LFSR_SEED;
    end else begin
      if (set) begin
        lfsr_reg <= lfsr_seed;
      end else if (shift) begin
        lfsr_reg <= {feedback, lfsr_reg[LFSR_LENGTH-1:1]};
      end
      else 
        lfsr_reg <= lfsr_reg;
    end
  end
  assign lfsr_state = lfsr_reg;
endmodule : lfsr
==> flow/run.sh <==
#!/bin/bash
# OpenROAD 26Q1-2900-gdf79404cd8, Yosys 0.63+post, stock flow scripts
make -C /OpenROAD-flow-scripts/flow DESIGN_CONFIG=/design/flow/config.mk WORK_HOME=/design/flow/orfs finish
==> flow/config.mk <==
export PLATFORM = sky130hd
export DESIGN_NAME = lfsr
export DESIGN_NICKNAME = lfsr
export VERILOG_FILES = /design/flow/design.v
export SDC_FILE = /design/flow/constraint.sdc
export NUM_CORES = 4
export LEC_CHECK = 1
export CORE_AREA = 10 10 109 109
export DIE_AREA = 0 0 119 119
==> flow/constraint.sdc <==
current_design lfsr

set clk_period 2.0
set clk_io_pct 0.2

create_clock -name clk0 -period $clk_period [get_ports {clk}]

set non_clock_inputs [all_inputs -no_clocks]
set_input_delay [expr $clk_period * $clk_io_pct] -clock clk0 $non_clock_inputs
set_output_delay [expr $clk_period * $clk_io_pct] -clock clk0 [all_outputs]
==> impl_metrics.env <==
# yosys + openroad results
export IMPL_power_frac_seq_pct=43.7
export IMPL_cp_start_kind="flip-flop"
export IMPL_fin_crit_ns=1.70
export IMPL_die_area_sq_mm=0.0142
export IMPL_first_global_vias=1356
export IMPL_grt_first_pass_wirelength_mm=7.51
export IMPL_critPathCapture="lfsr_state[0]"
export IMPL_critPathArrivalTime_ns=1.30
export IMPL_netlist_area_sq_mm=0.00151
export IMPL_p_clk_share_pct=36.4
export IMPL_avgSynthCellArea_sq_um=10.6
export IMPL_place_congestion=0.715
export IMPL_r2r_start="lfsr_reg[21]"
export IMPL_crit_fanout=3
export IMPL_area_growth_pct=62.9
export IMPL_syn_inst=143
export IMPL_cts_buffers=5
export IMPL_yosys_area_sq_mm=0.00151
export IMPL_ys_cells=143
export IMPL_max_freq_ghz=0.588
export IMPL_warning_count=25
export IMPL_slowest_stage="dfstp_2"
export IMPL_cp_top_family="flip-flops"
export IMPL_report_final_slew_viol_count=0
export IMPL_cp_end_kind="primary output"
export IMPL_antenna_cells=0
export IMPL_crit_type="reg -> out"
export IMPL_hold_class="in -> async"
export IMPL_vias=1233
export IMPL_tightest_slew_ns=0.489
export IMPL_rsz0062_at_grt="false"
export IMPL_worstPathRequired_ns=1.60
export IMPL_comb_power_share_pct=19.9
export IMPL_crit_buf_inv=1
export IMPL_drive_gt1_share_pct=7.11
export IMPL_dr_pass1_iters=2
export IMPL_clk_latency_ns=0.28
export IMPL_std_cell_rows=36
export IMPL_cts_tree="done"
export IMPL_die_w_um=119
export IMPL_power_density_mw_per_mm2=743
export IMPL_irDropWorstVdd_uv=387
export IMPL_yosysSeqAreaShare_pct=54.7
export IMPL_antenna_found_initial=0
export IMPL_ys_ff=33
export IMPL_crit_cells=1
export IMPL_fill_cells=1049
export IMPL_die_h_um=119
export IMPL_grt_max_degree=37
export IMPL_num_io_pins=69
export IMPL_setup_viol=0
export IMPL_clock_sinks=33
export IMPL_r2r_slack_ns=0.57
export IMPL_portBuffers=68
export IMPL_r2r_cells=3
export IMPL_finalClockPeriodUsage_pct=85.0
export IMPL_yosysWarnings=1
export IMPL_yosysTopAreaCell="dfrtp_1"
export IMPL_viasPerCell=3.58
export IMPL_cts_buffer_depth=2
export IMPL_cts_setup_buffers=0
export IMPL_grt_overflow=0
export IMPL_largest_reg_flops=32
export IMPL_r2r_end="lfsr_reg[31]"
export IMPL_ant_nets=0
export IMPL_routed_wirelength_mm=4.61
export IMPL_drc=0
export IMPL_fp_util_pct=15.7
export IMPL_max_stage_delay_ns=0.55
export IMPL_relSlewSlack_pct=67.4
export IMPL_finalHoldViolations=0
export IMPL_area_leaders="dfrtp_1, mux2i_1, o21ai_0"
export IMPL_switchingPower_mw=0.436
export IMPL_status="complete, no violations"
export IMPL_max_cap_violations=0
export IMPL_cts_resized=0
export IMPL_cp_startpoint="lfsr_reg[0]"
export IMPL_drtIter0Drc=91
export IMPL_grt_usage_pct=6.52
export IMPL_routedWlPerCell_um=13.4
export IMPL_setup_tns_ns=0
export IMPL_htreeDepth=2
export IMPL_cts_hold_buf=0
export IMPL_synth_distinct_cells=14
export IMPL_p_int_mw=1.39
export IMPL_top_cell_area_share_pct=53.0
export IMPL_p_total_mw=1.83
export IMPL_dp_hpwl_mm=3.49
export IMPL_crit_chain="clkdlybuf4s50_1"
export IMPL_leakage_nw=1.06
export IMPL_clk_pin_slew_ns=0.08
export IMPL_coreArea_sq_mm=0.00964
export IMPL_switching_share_pct=23.8
export IMPL_root_buffer="clkbuf_8"
export IMPL_fin_skew_ns=0.00819
## power groups by stage
| stage | Sequential [mW] | Clock, mW | Combinational (mW) |
|---|---|---|---|
| final | 0.800 | 0.666 | 0.364 |
| after global routing | 0.814 | 0.740 | 0.408 |
| after CTS | 0.803 | 0.699 | 0.376 |
## cell families (layout without fill, tap and decap cells)
family | after synthesis | in the layout | share of synthesized area [%]
AOI/OAI and AO/OA | 33 | 33 | 11.2
DFF | 33 | 33 | 54.7
and+or+nand+nor | 33 | 33 | 8.53
muxes | 31 | 31 | 20.5
buffers and inverters | 12 | 80 | 3.48
xor gates and xnor gates | 1 | 1 | 1.57
## cell type report
type	instances	area, sq um	share of cell area (%)
timing repair buffer	71	713	29.0
sequential	33	827	33.6
clock inverter	2	37.5	1.52
multi-input combinational	98	632	25.7
clock buffer	6	82.6	3.35
inverter	1	3.75	0.152
tap	133	166	6.76
## per-layer routing
metal	up-vias	global-route usage, %	wire, um
li1	626	-	-
met2	39	9.68	2010
met5	-	0	0
met4	0	0.458	14
met1	566	9.21	2280
met3	2	2.54	311
## worst min path at each step
stage | start | end | depth (start not counted)
after CTS | rst_n | lfsr_reg[18] | 1
after global routing | rst_n | lfsr_reg[18] | 1
final | rst_n | lfsr_reg[18] | 1
## cell usage after synthesis
| cell type | instances |
|---|---|
| and3_1 | 1 |
| buf_4 | 1 |
| inv_1 | 1 |
| a21oi_1 | 1 |
| buf_2 | 3 |
| mux2i_1 | 31 |
| nand2_1 | 31 |
| nand2b_1 | 1 |
| clkbuf_1 | 7 |
| dfstp_2 | 1 |
| o21ai_0 | 31 |
| xor3_1 | 1 |
| dfrtp_1 | 32 |
| o31a_1 | 1 |
## cells in the final DEF (no fill, tap or decap)
cell type,synthesis,layout
buf_4,1,1
clkinvlp_4,0,1
bufinv_16,0,1
buf_2,3,3
o31a_1,1,1
a21oi_1,1,1
dfrtp_1,32,32
buf_12,0,2
dfstp_2,1,1
clkdlybuf4s50_1,0,65
nand2b_1,1,1
nand2_1,31,31
mux2i_1,31,31
and3_1,1,1
clkbuf_8,0,6
o21ai_0,31,31
xor3_1,1,1
inv_1,1,1
## through the flow
step / setup WS (ns) / std cells / area, sq um / hold slack, ns / utilization [%]
floorplan: 0.735 / 143 / 1510 / 0.104 / -
global placement: 0.453 / 336 / 2340 / 0.327 / 24.3
detailed placement: 0.446 / 336 / 2340 / 0.329 / 24.3
CTS: 0.278 / 344 / 2460 / 0.0134 / 25.5
global route: 0.256 / 344 / 2460 / 0.0181 / 25.5
finish: 0.300 / 344 / 2460 / 0.0117 / 25.5
Power and IR drop assume default switching activity.
