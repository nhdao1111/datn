==> ./design.v <==
module logistic (
    input [31:0] xl,
    input clk,
    input rst_n,
    output logic [32:0] xln  
);
    localparam INPUT_WIDTH  = 32;
    localparam OUTPUT_WIDTH = 2 * INPUT_WIDTH;
    logic [63:0] temp_1;
    localparam [31:0] const_3_2_30 = 32'b1100_0000_0000_0000_0000_0000_0000_0000;
    localparam [31:0] const_2_31 = 32'b1000_0000_0000_0000_0000_0000_0000_0000;
    fix_mult #(.INPUT_WIDTH(INPUT_WIDTH), .OUTPUT_WIDTH(OUTPUT_WIDTH))
     fix_mult (
        .multiplicand(xl),
        .multiplier  ((~xl)+1'b1),
        .result      (temp_1) 
      );
     always_ff @(posedge clk or negedge rst_n) begin : proc_xln
         if(~rst_n) begin
             xln <= 0;
         end else begin
             if (xl == const_3_2_30 ) begin
            xln <= const_3_2_30 - 1;
        end else if (xl == const_2_31) begin
            xln <= 32'b1111_1111_1111_1111_1111_1111_1111_1111;
        end else begin
            xln <= temp_1[62:30];
        end
         end
     end
endmodule
module fix_mult #(
  parameter INPUT_WIDTH  = 16             ,
  parameter OUTPUT_WIDTH = 2 * INPUT_WIDTH 
)
(
  input  [INPUT_WIDTH-1:0 ] multiplicand,  
  input  [INPUT_WIDTH-1:0 ] multiplier  ,  
  output [OUTPUT_WIDTH-1:0] result         
);
  logic [INPUT_WIDTH-1:0][2*INPUT_WIDTH-1:0] pre_result;  
  logic [INPUT_WIDTH-1:0][2*INPUT_WIDTH-1:0] sum       ;  
  genvar i;
  generate
    for (i = INPUT_WIDTH-1; i >= 0; i--) begin
      always_comb begin : proc_pre_result_iw_normal
        pre_result[i] = ({INPUT_WIDTH{multiplier[i]}} & multiplicand[INPUT_WIDTH-1:0]) << i;
      end
    end
  endgenerate
  assign sum[0] = pre_result[0];
  generate
    for (i = 1; i < INPUT_WIDTH; i++) begin
      assign sum[i] = pre_result[i] + sum[i-1];
    end
  endgenerate
  assign result = sum[INPUT_WIDTH-1];
endmodule : fix_mult
==> ./run.sh <==
#!/bin/bash
# OpenROAD 26Q1-2900-gdf79404cd8, Yosys 0.63+post, stock flow scripts
make -C /OpenROAD-flow-scripts/flow DESIGN_CONFIG=/design/flow/config.mk WORK_HOME=/design/flow/orfs finish
==> ./config.mk <==
export PLATFORM = sky130hd
export DESIGN_NAME = logistic
export DESIGN_NICKNAME = logistic
export VERILOG_FILES = /design/flow/design.v
export SDC_FILE = /design/flow/constraint.sdc
export NUM_CORES = 4
export LEC_CHECK = 1
export CORE_UTILIZATION = 50
==> ./constraint.sdc <==
current_design logistic

set clk_period 1.0
set clk_io_pct 0.2

create_clock -name clk0 -period $clk_period [get_ports {clk}]

set non_clock_inputs [all_inputs -no_clocks]
set_input_delay [expr $clk_period * $clk_io_pct] -clock clk0 $non_clock_inputs
set_output_delay [expr $clk_period * $clk_io_pct] -clock clk0 [all_outputs]
==> results.sh <==
# yosys + openroad results
export IMPL_status="finished with violations"
export IMPL_violations="setup timing"
export IMPL_top_area_cell="fa_1"
export IMPL_hold_viol_final=0
export IMPL_yosysTopAreaCellShare=0.491
export IMPL_edf_count=0
export IMPL_diodes=0
export IMPL_ff_type="dfrtp_1"
export IMPL_fillers=6109
export IMPL_period_minus_slack_ns=8.83
export IMPL_grt_max_degree=36
export IMPL_synth_cell_types=70
export IMPL_cpMostUsedCell="fa_1"
export IMPL_route_detailed_drc=0
export IMPL_rsz0062_at_grt="true"
export IMPL_syn_area_sq_um=35500
export IMPL_ys_seq_frac=0.0233
export IMPL_die_w_microns=268
export IMPL_synth_chip_area_sq_um=35500
export IMPL_reg_largest_list="xln (33)"
export IMPL_dp_worst_setup_slack_ns=-8.89
export IMPL_worst_slack_ns=-7.83
export IMPL_dp_cells=5019
export IMPL_clock_tree_buffer_depth=2
export IMPL_drive_gt1_frac=0.196
export IMPL_initial_core_util=0.506
export IMPL_wl_mm=97.2
export IMPL_dr_pass1_iters=5
export IMPL_crit_fanout=8
export IMPL_final_cell_area_sq_um=42500
export IMPL_cp_slowest_stage_delay_ns=0.53
export IMPL_mostFrequentLayoutCell="inv_1"
export IMPL_cts_made_buffers=5
export IMPL_syn_inst=3802
export IMPL_num_vias=25800
export IMPL_async_flop_share=1.00
export IMPL_synth_warning_count=2
export IMPL_tightest_slew_ns=0.563
export IMPL_synth_flops=33
export IMPL_rows=97
export IMPL_setup_tns_ns=-247.51
export IMPL_synth_stat_cells=3802
export IMPL_slew_headroom=0.622
export IMPL_timing_critical_path_from="xl[0]"
export IMPL_die_area_sq_um=72100
export IMPL_end_kind="flip-flop"
export IMPL_htree_levels=2
export IMPL_ioPinCount=67
export IMPL_gr_total_overflow=0
export IMPL_final_cells=5078
export IMPL_critPathLaunchType="input port"
export IMPL_grt_pass1_vias=28000
export IMPL_setup_violations=33
export IMPL_area_leaders="fa_1 (49%), nand2b_1 (12%), ha_1 (11%)"
export IMPL_fp_dieH_microns=268
export IMPL_clkTransAtPathRegs_ns=0.05
export IMPL_dpl_instance_area_sq_um=40400
export IMPL_slew_violations=0
export IMPL_syn_avg_cell_area_sq_um=9.34
export IMPL_largest_register="xln"
export IMPL_largest_register_ffs=33
export IMPL_post_drt_wl_per_cell_microns=19.1
export IMPL_antenna_found_initial=3
export IMPL_viasPerCell=5.08
export IMPL_drtAntennaViolNets=0
export IMPL_cts_tree="yes"
export IMPL_whs_ns=0.291
export IMPL_clk_root_buffer_cell="clkbuf_16"
export IMPL_syn_to_final_growth_pct=19.6
export IMPL_layout_top_cells="inv_1 (859), fa_1 (817), nand2b_1 (680), buf_4 (401), ha_1 (240)"
export IMPL_crit_type="in2reg"
export IMPL_final_util=0.605
export IMPL_port_buffers=66
export IMPL_min_path_type="in2async"
export IMPL_core_region_area_sq_um=70100
export IMPL_drt_iter0_markers=888
export IMPL_critPathSlowestCell="fa_1"
export IMPL_cp_required_ns=1.16
export IMPL_detailed_place_hpwl_mm=83.1
export IMPL_track_usage=0.310
export IMPL_period_used=8.83
export IMPL_max_clock_freq_ghz=0.113
export IMPL_arrival_ns=9.00
export IMPL_maxCapViolCount=0
export IMPL_warnings=31
export IMPL_gp_congestion=0.957
export IMPL_cts_sinks=33
export IMPL_grt_pass1_wl_mm=157
kinds of logic (layout without fill, tap and decap cells):
group	after synthesis	count (layout)	share of synthesized area
compound gates	233	233	0.0448
xor+xnor	62	62	0.0153
simple gates	1216	1216	0.205
fa+ha+maj	1169	1169	0.596
flops	33	33	0.0233
buf+inv	1089	1425	0.116
area by class of cell:
class / instances / area [sq um] / area share
Sequential cell: 33 / 826 / 0.0194
Clock inverter: 2 / 10.0 / 0.000236
Multi-Input combinational cell: 2680 / 32300 / 0.761
Timing Repair Buffer: 542 / 4710 / 0.111
Inverter: 875 / 3300 / 0.0777
Tap cell: 940 / 1180 / 0.0277
Clock buffer: 6 / 129 / 0.00303
per-layer routing:
layer / vias up / share of wire / global-route usage
met5: - / 0.00072 / 0
met4: 8 / 0.047 / 0.105
met3: 173 / 0.064 / 0.0816
met2: 582 / 0.52 / 0.516
met1: 13200 / 0.37 / 0.413
li1: 11800 / - / -
synthesized netlist by cell type (3+ instances only):
master / count
nand2_1: 73
ha_1: 298
a31oi_1: 11
nor3b_1: 7
or2_1: 3
and3_1: 6
o211ai_1: 5
o21bai_1: 6
fa_1: 871
nor2_1: 69
o21ai_0: 17
or3_1: 6
a21o_1: 46
nor3_1: 18
nand4b_1: 3
o21ai_1: 18
and2_1: 64
a21oi_1: 70
nand3_1: 16
a211oi_1: 8
o2111ai_1: 3
and4_1: 5
a41oi_1: 4
o21a_1: 11
inv_1: 874
dfrtp_1: 33
xor2_1: 24
nor4_1: 6
o221ai_1: 3
xnor2_1: 38
nand2b_1: 688
clkbuf_1: 209
nand4_1: 18
nor2b_1: 225
a221o_1: 3
critical path: cells and delay by family:
family	cells	cell delay, ns
adder cells (fa/ha/maj)	11	4.59
AND-OR/OR-AND	13	2.57
AND/OR/NAND/NOR	5	0.81
buffers and inverters	7	0.65
XOR/XNOR	1	0.15
path summary, 6_finish.rpt:
kind,slack [ns],to,cells after the start
worst max-delay path,-7.83,xln[24],37
worst min-delay path,0.29,xln[23],2
max in group asynchronous,0.53,xln[16],2
min in group clk0,0.86,xln[10],1
timing repair:
action / CTS / global route
setup endpoints to repair: 66 / 37
resized: 349 / 135
pin swaps: 124 / 97
hold buffers: 0 / 0
buffers inserted: 37 / 19
cloned: 3 / 2
