File: ./run.sh
#!/bin/bash
# OpenROAD 26Q1-2900-gdf79404cd8, Yosys 0.63+post, stock flow scripts
make -C /OpenROAD-flow-scripts/flow DESIGN_CONFIG=/design/flow/config.mk WORK_HOME=/design/flow/orfs finish
File: ./config.mk
export PLATFORM = sky130hd
export DESIGN_NAME = fix_signmult
export DESIGN_NICKNAME = fix_signmult
export VERILOG_FILES = /design/flow/design.v
export SDC_FILE = /design/flow/constraint.sdc
export NUM_CORES = 4
export LEC_CHECK = 1
export CORE_UTILIZATION = 50
File: ./constraint.sdc
current_design fix_signmult

set clk_period 16.5
set clk_io_pct 0.2

create_clock -name clk0 -period $clk_period

set non_clock_inputs [all_inputs -no_clocks]
set_input_delay [expr $clk_period * $clk_io_pct] -clock clk0 $non_clock_inputs
set_output_delay [expr $clk_period * $clk_io_pct] -clock clk0 [all_outputs]
File: ./design.v
module fix_signmult #(
  parameter INPUT_WIDTH  = 16             ,
  parameter OUTPUT_WIDTH = 2 * INPUT_WIDTH 
)
(
  input        [INPUT_WIDTH-1:0 ] multiplicand,  
  input        [INPUT_WIDTH-1:0 ] multiplier  ,  
  output logic [OUTPUT_WIDTH-1:0] result         
);
  logic [INPUT_WIDTH-1:0][2*INPUT_WIDTH-1:0] pre_result;  
  logic [INPUT_WIDTH-1:0][2*INPUT_WIDTH-1:0] sum       ;  
  genvar i;
  generate
    for (i = INPUT_WIDTH-1; i >= 0; i--) begin
      if (i == INPUT_WIDTH-1) begin
        always_comb begin : proc_pre_result_iw_max
          pre_result[i] = ({1'b1, (multiplicand[INPUT_WIDTH-1] & multiplier[i]), 
                           ~({(INPUT_WIDTH-1){multiplier[i]}} & multiplicand[INPUT_WIDTH-2:0])} << i);
        end
      end
      else if (i == 0) begin
        always_comb begin : proc_pre_result_iw_0
          pre_result[i] = ({1'b1, (~(multiplicand[INPUT_WIDTH-1] & multiplier[i])), 
                            {(INPUT_WIDTH-1){multiplier[i]}} & multiplicand[INPUT_WIDTH-2:0]} << i);
        end
      end
      else begin
        always_comb begin : proc_pre_result_iw_normal
          pre_result[i] = ({(~(multiplicand[INPUT_WIDTH-1] & multiplier[i])), 
                            {(INPUT_WIDTH-1){multiplier[i]}} & multiplicand[INPUT_WIDTH-2:0]}) << i;
        end
      end
    end
  endgenerate
  assign sum[0] = pre_result[0];
  generate
    for (i = 1; i < INPUT_WIDTH; i++) begin
      assign sum[i] = pre_result[i] + sum[i-1];
    end
  endgenerate
  assign result = sum[INPUT_WIDTH-1];
endmodule : fix_signmult
==> results.sh <==
# source this file to load flow results
export IMPL_num_rows=46
export IMPL_tns_ns=0
export IMPL_via_per_inst=5.15
export IMPL_first_pass_iters=4
export IMPL_routed_wl_um=19300
export IMPL_ys_area_um2=8260
export IMPL_grt_pass1_wl_um=31300
export IMPL_nFlopsAndLatches=0
export IMPL_critical_path_slowest_cell="clkdlybuf4s50_1"
export IMPL_cp_num_buf_inv=5
export IMPL_min_path_type="in -> out"
export IMPL_yosysWarnings=1
export IMPL_port_buffers=64
export IMPL_required_ns=13.20
export IMPL_max_freq_ghz=0.0770
export IMPL_die_w_um=131
export IMPL_io_pins=64
export IMPL_crit_family="adder cells"
export IMPL_warnings=32
export IMPL_path_cells="clkdlybuf4s50_1 > nand2_1 > fa_1 > inv_1 > fa_1 > inv_1 > fa_1 > inv_1 > fa_1 > fa_1 > fa_1 > ha_1 > a21oi_1 > o21a_1 > o311a_1 > o21ai_1 > a311oi_1 > xnor2_1 > clkdlybuf4s50_1"
export IMPL_syn2layout_area_growth_pct=9.45
export IMPL_ys_seq_share_pct=0
export IMPL_drc=0
export IMPL_antenna_found_initial=0
export IMPL_cpPeakStageDelay_ns=0.90
export IMPL_top_cell_area_share_pct=48.0
export IMPL_syn_area_um2=8260
export IMPL_drt_iter0_markers=218
export IMPL_finalHoldViolations=0
export IMPL_regArea_um2=0
export IMPL_status="completed"
export IMPL_dpl_worst_slack_ns=3.52
export IMPL_antenna_diode_count=0
export IMPL_post_dp_hpwl_um=15700
export IMPL_avgSynthCellArea_um2=8.83
export IMPL_grt_pass1_vias=6236
export IMPL_synthTopCellsByArea="fa_1, ha_1, and2_1"
export IMPL_fillers=1555
export IMPL_drv_cap=0
export IMPL_nClkBuffers=0
export IMPL_via_count=6077
export IMPL_worstMarginPinSlew_ns=0.783
export IMPL_gp_congestion=0.838
export IMPL_min_period_ns=12.98
export IMPL_overflow=0
export IMPL_routedWlPerCell_um=16.3
export IMPL_end_kind="output pin"
export IMPL_crit_top_cell="fa_1"
export IMPL_rsz0062_at_grt="no"
export IMPL_synth_largest_area_cell="fa_1"
export IMPL_layout_drive_gt1_share_pct=0.518
export IMPL_crit_arrival_ns=9.68
export IMPL_postCtsSetupBuffers=0
export IMPL_period_used_pct=78.7
export IMPL_dieHeight_um=131
export IMPL_grt_usage_pct=26.1
export IMPL_fp_utilization_pct=51.6
export IMPL_timing_final_ws_setup_ns=3.52
export IMPL_cts_resized=0
export IMPL_final_common_cell="fa_1"
export IMPL_slew_headroom_pct=47.6
export IMPL_core_um2=16000
export IMPL_synth_distinct_cells=45
export IMPL_grt_max_degree=17
export IMPL_hold_buffers=0
export IMPL_ant_nets=0
export IMPL_layout_top_cells="fa_1, inv_1, nand2_1, and2_1, ha_1"
export IMPL_postSynthCellCount=935
export IMPL_crit_type="in -> out"
export IMPL_ys_cells=935
export IMPL_finalSetupViolCount=0
export IMPL_crit_fanout=16
export IMPL_drv_slew=0
export IMPL_die_area_um2=17000
export IMPL_start_kind="input pin"
-- metrics by stage --
stage	std cells	area [um^2]	hold slack (ns)	util, %
detailed placement	1181	9040	8.01	56.5
CTS	1181	9040	8.00	56.5
global route	1181	9040	8.07	56.5
floorplan	935	8260	6.68	-
finish	1181	9040	8.01	56.5
global placement	1181	9040	7.97	56.5
-- worst min-delay path, cell delays in order --
cell             delay (ns)
clkdlybuf4s50_1        0.71
and2_1                 0.29
clkdlybuf4s50_1        0.41
-- cell usage after synthesis (2+ instances only) --
master	count
o211ai_1	2
nor2_1	18
nand3_1	6
o21a_1	4
a311oi_1	2
inv_1	188
a21oi_1	24
and3_1	5
buf_2	2
nand4b_1	2
nor2b_1	4
a21o_1	12
a211oi_2	2
and2_1	113
clkbuf_1	32
o21ai_0	7
o21bai_1	4
xnor2_1	16
nand2_1	166
xor2_1	7
fa_1	198
o21ai_1	4
ha_1	95
-- cell families after synthesis --
logic type	synth area share, %
compound gates	6.03
xor+xnor	2.44
mux	0.121
fa+ha+maj	62.4
buf+inv	10.1
simple gates	18.9
-- routing by layer --
layer | GRT usage [%] | wire, um | up-vias
met5 | 0 | 0 | -
met4 | 4.80 | 374 | 0
met3 | 3.77 | 916 | 18
met2 | 43.5 | 10100 | 133
met1 | 39.3 | 7920 | 3050
li1 | - | - | 2876
-- cell type report --
cell class | count | area, um^2 | share of cell area (%)
Tap cell | 216 | 270 | 2.99
Inverter | 188 | 706 | 7.81
Multi-Input combinational cell | 713 | 7420 | 82.1
Timing Repair Buffer | 64 | 641 | 7.09
-- path summary, 6_finish.rpt --
path | depth (start not counted) | slack (ns) | start | endpoint
max | 19 | 3.52 | multiplicand[14] | result[30]
min | 3 | 8.01 | multiplicand[0] | result[0]
